`flow/design.v`:
```
module Hazard_Unit(input  [4:0] Rs1D, Rs2D, Rs1E, Rs2E,
                input  [4:0] RdE, RdM, RdW,
                input  RegWriteM, RegWriteW,
				    input  ResultSrcE0, PCSrcE, rst,
                output reg [1:0] ForwardAE, ForwardBE,
                output StallD, StallF, FlushD, FlushE);
wire lwStall;
always @(*) begin
ForwardAE = 2'b00;
    ForwardBE = 2'b00;
if ((Rs1E == RdM) & (RegWriteM) & (Rs1E != 0))  
    ForwardAE = 2'b10;  
else if ((Rs1E == RdW) & (RegWriteW) & (Rs1E != 0))
    ForwardAE = 2'b01;  
if ((Rs2E == RdM) & (RegWriteM) & (Rs2E != 0))
    ForwardBE = 2'b10;  
else if ((Rs2E == RdW) & (RegWriteW) & (Rs2E != 0))
    ForwardBE = 2'b01;  
end
   assign lwStall = (ResultSrcE0 == 1) & ((RdE == Rs1D) | (RdE == Rs2D));
	assign StallF = lwStall & (rst);
	assign StallD = lwStall & rst;
	assign FlushE = (lwStall | PCSrcE) & rst;
	assign FlushD = PCSrcE & rst;
endmodule
```
`flow/config.mk`:
```
export PLATFORM = sky130hd
export DESIGN_NAME = Hazard_Unit
export DESIGN_NICKNAME = Hazard_Unit
export VERILOG_FILES = /design/flow/design.v
export SDC_FILE = /design/flow/constraint.sdc
export NUM_CORES = 4
export LEC_CHECK = 1
export CORE_AREA = 10 10 70 70
export DIE_AREA = 0 0 80 80
```
`flow/constraint.sdc`:
```
current_design Hazard_Unit

set clk_period 1.8
set clk_io_pct 0.2

create_clock -name clk0 -period $clk_period

set non_clock_inputs [all_inputs -no_clocks]
set_input_delay [expr $clk_period * $clk_io_pct] -clock clk0 $non_clock_inputs
set_output_delay [expr $clk_period * $clk_io_pct] -clock clk0 [all_outputs]
```
`flow/run.sh`:
```
#!/bin/bash
# OpenROAD 26Q1-2900-gdf79404cd8, Yosys 0.63+post, stock flow scripts
make -C /OpenROAD-flow-scripts/flow DESIGN_CONFIG=/design/flow/config.mk WORK_HOME=/design/flow/orfs finish
```
==> run_results.csv <==
group,metric,value,unit
synth,syn_area_per_cell,7.598,µm²
power_and_ir_drop,p_int,0.1142,mW
detailed_routing,drt_iter0_markers,10,
sta,finalSetupTns,0,ns
cells_and_area,stdcell_count,153,
grt,grt_max_degree,4,
detailed_routing,vias,586,
synth,top_area_cell,"xnor2_1",
power_and_ir_drop,p_leak,0.4408,nW
floorplan,core-area,3416,µm²
detailed_routing,vias_per_cell,3.830,
synth,yosys.cell_types.count,15,
floorplan,die-width,80,µm
setup_path,cp.arrival,1.40,ns
cells_and_area,clock_buffers,0,
placement,dp_slack,-0.6527,ns
synth,netlist_instances,55,
synth,topCellsByArea,"xnor2_1 46%, xor2_1 17%, nand4_1 6.0%",
sta,fmaxAchievable,567.0,MHz
synth,ys_cells,55,
floorplan,initCoreUtil,12.23,%
power_and_ir_drop,switching_share,41.01,%
flow_run,cap_violations,0,
flow_run,warning_count,32,
detailed_routing,diodes,0,
detailed_routing,dr.pass1.iters,2,
placement,gp_congestion,0.7862,
synth,synth_warnings,1,
power_and_ir_drop,pwr-share-clk,0,%
floorplan,ioPinCount,48,
cells_and_area,area_delta_synth_final,137.7,%
floorplan,rows,21,
synth,simple_gate_area_share,26.65,%
synth,synth-compound-area-share,7.784,%
synth,syn_area,417.9,µm²
sta,worst_slew_pin_slew,0.2813,ns
sta,setup_ws,0.03624,ns
power_and_ir_drop,p_comb_share,100.0,%
cts,cts.hold.buffers_added,0,
setup_path,crit_path_end_kind,"output port",
placement,placed_area,948.4,µm²
sta,max-slew-margin-rel,81.09,%
synth,top_logic_kind,"XOR/XNOR gates",
detailed_routing,wirelength,2003,µm
detailed_routing,drc,0,
cells_and_area,lay_top_count,"xnor2_1",
sta,fin_crit_sh,97.99,%
detailed_routing,wl_per_cell,13.09,µm
cells_and_area,ff_count,0,
setup_path,crit_fanout,3,
cells_and_area,seq_area,0,µm²
setup_path,required,1.44,ns
cells_and_area,drive_gt1_share,37.38,%
synth,ys_sh_adder,0,%
power_and_ir_drop,power,0.1937,mW
sta,finalMaxSlewViolations,0,
status,status,"finished clean",
setup_path,setup.worst_path.class,"primary input to output port",
grt,grt_pass1_vias,633,
floorplan,fp.dieH,80,µm
sta,setup_viol,0,
floorplan,dieArea,6400,µm²
cells_and_area,lay_top_cells,"22 x xnor2_1, 15 x dlygate4sd2_1, 13 x buf_2",
grt,grt-ovfl-total,0,
synth,xor_share,62.87,%
synth,synth_seq_share,0,%
hold_path,hp-class,"primary input to output port",
sta,period_needed,1.764,ns
grt,grtUsageTotal,5.611,%
placement,place_inst,148,
synth,yosysChipArea,417.9,µm²
cells_and_area,design_area,993.5,µm²
placement,port_buffers,48,
grt,antenna_found_initial,0,
synth,ys_sh_mux,0,%
power_and_ir_drop,power_density,194.9,nW/µm²
sta,hold_viol,0,
power_and_ir_drop,p_switching,0.07942,mW
detailed_routing,antenna_left,0,
grt,grt_pass1_wl,3036,µm
power_and_ir_drop,ir_drop,0.00003402,V
power_and_ir_drop,p_seq_share,0,%
setup_path,critPathLaunchType,"primary input",
synth,yosysTopAreaCellShare,46.11,%
what timing repair did:
item                                    CTS  global route
setup buffers                             4             1
endpoints found under the setup margin    8             8
gates resized                            93            24
pin swaps                                21            18
final cells by class:
cell class	instances	area, µm²
inverter	1	3.754
fill	373	2422
multi-input combinational	53	496.7
tap	46	57.56
timing repair buffer	53	435.4
metrics by stage:
| stage | hold slack, ns | utilization (%) |
|---|---|---|
| finish | 1.086 | 29.08 |
| global route | 1.115 | 29.08 |
| CTS | 1.126 | 27.11 |
| detailed placement | 1.647 | 27.77 |
| global placement | 1.655 | 27.77 |
| floorplan | 0.7811 | - |
final timing paths:
kind	start	cells past startpoint	endpoint
setup / recovery	Rs1E[4]	5	ForwardAE[1]
hold / removal	RegWriteW	4	ForwardAE[0]
layer usage:
layer | vias up | routed length [µm] | global-route usage [%]
met2 | 12 | 1162 | 11.32
met5 | - | 0 | 0
met1 | 276 | 746 | 6.328
met4 | 0 | 0 | 0
met3 | 0 | 94 | 0.6818
li1 | 298 | - | -
worst max-delay path, stage by stage:
cell	delay, ns
buf_4	0.12
or4_4	0.54
nor2_4	0.09
and3b_1	0.18
buf_2	0.11
power groups by stage:
stage | Sequential, mW | Combinational [mW] | Clock [mW]
4_1_cts | 0 | 0.181 | 0
5_1_grt | 0 | 0.210 | 0
6_report | 0 | 0.194 | 0
synth_stat cells (all sizes together):
library cell  number
xnor2             22
xor2               8
nand4              4
nand2              3
a2111oi            2
and2               2
and3b              2
nand3              2
nor2               2
nor4               2
or4                2
buf                1
inv                1
o221ai             1
o22ai              1
cells by family (layout without fill, tap and decap cells):
logic type / after synthesis / after routing
compound gates: 4 / 4
xor+xnor: 30 / 30
buf+inv: 2 / 54
simple gates: 19 / 19
Power figures rest on the tool's default switching activity, not on a simulated workload.
